**flow/design.v**
```verilog
module Row_Signal( 
    input [15:0] Key,
    input [3:0] Col,
    output reg [3:0] Row
    );
    always @(Key or Col) begin   
    Row[0] =  Key[0] && Col[0] || Key[1] && Col[1] || Key[2] && Col[2] || Key[3] && Col[3];
    Row[1] =  Key[4] && Col[0] || Key[5] && Col[1] || Key[6] && Col[2] || Key[7] && Col[3];
    Row[2] =  Key[8] && Col[0] || Key[9] && Col[1] || Key[10] && Col[2] || Key[11] && Col[3];
    Row[3] =  Key[12] && Col[0] || Key[13] && Col[1] || Key[14] && Col[2] || Key[15] && Col[3];
    end
endmodule
module Synchronizer(
    input [3:0] Row,
    input clk,
    input reset,
    output reg S_Row
    );
    reg A_Row;
    always @ (negedge clk or posedge reset)
    begin
    if (reset) 
    begin 
    A_Row <= 0;
    S_Row <= 0;
    end
    else 
    begin 
    A_Row <= (Row[0] || Row[1] || Row[2] || Row[3]);
    S_Row <= A_Row;
    end 
    end
endmodule
module Hex_Keypad_Grayhill_072(
    input [3:0] Row,
    input S_Row,
    input clk,
    input reset,
    output reg [3:0] Code,
    output Valid,
    output reg [3:0] Col
    );
    reg [5: 0] state, next_state;
    parameter S_0 = 6'b000001, S_1 = 6'b000010, S_2 = 6'b000100;
    parameter S_3 = 6'b001000, S_4 = 6'b010000, S_5 = 6'b100000;
    assign Valid = ((state == S_1) || (state == S_2) || (state == S_3) || (state == S_4)) && Row;
    always @ (Row or Col)
    case ({Row, Col})
        8'b0001_0001: Code = 0; 
        8'b0001_0010: Code = 1;
        8'b0001_0100: Code = 2; 
        8'b0001_1000: Code = 3;
        8'b0010_0001: Code = 4; 
        8'b0010_0010: Code = 5;
        8'b0010_0100: Code = 6;
        8'b0010_1000: Code = 7;
        8'b0100_0001: Code = 8;
        8'b0100_0010: Code = 9;
        8'b0100_0100: Code = 10;    
        8'b0100_1000: Code = 11;    
        8'b1000_0001: Code = 12;    
        8'b1000_0010: Code = 13;    
        8'b1000_0100: Code = 14;    
        8'b1000_1000: Code = 15;    
        default: Code = 0;             
    endcase
    always @(posedge clk or posedge reset)
    if (reset) state <= S_1;
    else state <= next_state;
    always@ (state or S_Row or Row)     
    begin next_state = state; Col = 0;
    case (state)
        S_0: begin Col = 15; if (S_Row) next_state =S_1; end
        S_1: begin Col = 1; if (Row) next_state = S_5; else next_state = S_2; end
        S_2: begin Col = 2; if (Row) next_state = S_5; else next_state = S_3; end
        S_3: begin Col = 4; if (Row) next_state = S_5; else next_state= S_4; end
        S_4: begin Col = 8; if (Row) next_state = S_5; else next_state = S_0; end
        S_5: begin Col = 15; if (Row ==0) next_state = S_0; end
    endcase
    end
endmodule
```
**flow/run.sh**
```bash
#!/bin/bash
# OpenROAD 26Q1-2900-gdf79404cd8, Yosys 0.63+post, stock flow scripts
make -C /OpenROAD-flow-scripts/flow DESIGN_CONFIG=/design/flow/config.mk WORK_HOME=/design/flow/orfs finish
```
**flow/config.mk**
```make
export PLATFORM = sky130hd
export DESIGN_NAME = Hex_Keypad_Grayhill_072
export DESIGN_NICKNAME = Hex_Keypad_Grayhill_072
export VERILOG_FILES = /design/flow/design.v
export SDC_FILE = /design/flow/constraint.sdc
export NUM_CORES = 4
export LEC_CHECK = 1
export CORE_AREA = 10 10 71 71
export DIE_AREA = 0 0 81 81
```
**flow/constraint.sdc**
```tcl
current_design Hex_Keypad_Grayhill_072

set clk_period 2.7
set clk_io_pct 0.2

create_clock -name clk0 -period $clk_period [get_ports {clk}]

set non_clock_inputs [all_inputs -no_clocks]
set_input_delay [expr $clk_period * $clk_io_pct] -clock clk0 $non_clock_inputs
set_output_delay [expr $clk_period * $clk_io_pct] -clock clk0 [all_outputs]
```
==> flow_summary.toml <==
# implementation run metrics
[run_status]
status = "completed"

[layout]
regMostFlops = "state"
stdcell_area_um2 = 712
drive_gt1_share_pct = 22.7
reg_top3 = "state: 6 flops"
largest_reg_flops = 6
syn_to_final_growth_pct = 76.2

[yosys]
ys_ff = 6
edf_count = 0
yosys_area_um2 = 404
synth_area_per_cell_um2 = 8.98
netlist_area_um2 = 404
postSynthCellCount = 45
flop_cell = "dfrtp_1"
postSynthSeqShare_pct = 37.5
yosysCellCount = 45
async_reset_ff_share_pct = 100
yosysWarnings = 1
ys_types = 18

[cts]
clkTransAtPathRegs_ns = 0.04
clock-root-buffer = "clkbuf_8"
cts_buffer_depth = 2
clkSinkCount = 6
cts_tree = "yes"
h-tree-depth = 1
insertion_delay_ns = 0.22
cts_made_buffers = 3

[floorplan]
core_mm2 = 0.00363
initial_utilization_pct = 11.1
std_cell_rows = 22
fp.dieArea_mm2 = 0.00656
io_pins = 16
die_width_um = 81
die_h_um = 81

[worst_hold_path]
hp-class = "in2async"

[critical_path]
crit_path_end_kind = "primary output"
r2r-end = "state[1]"
critical_path.cell_chain = "clkdlybuf4s50_1 -> buf_4 -> nor2_2 -> a211oi_1 -> nor4_1 -> clkdlybuf4s50_1"
cp.required_ns = 2.16
critPathTopFamily = "buffers and inverters"
startpoint_type = "input port"
r2r-start = "state[2]"
crit_buf_inv = 3
cp_data_arrival_time_ns = 2.10
rr_worst_depth = 3
max_stage_delay_ns = 0.52
critPathSlowestCell = "clkdlybuf4s50_1"
cpMostUsedCell = "clkdlybuf4s50_1"
r2r_slack_ns = 1.40
path_max_fanout = 3
critical_path_cell_count = 6
path_class = "in2out"
worstSetupStartpoint = "Row[1]"

[routing]
first_pass_iters = 3
ant_nets = 0
totalWireLength_mm = 1.18
insertedDiodeCount = 0
wl_per_cell_um = 10.3
drc = 0
via_per_inst = 3.56
vias = 406
drt-initial-drc-count = 28

[final_timing]
worst_slew_pin_slew_ns = 0.427
period_used_pct = 97.7
slew_viol_final = 0
hold_violations = 0
whs_ns = 0.544
timing.fmax_mhz = 379
rsz0062_at_grt = "yes"
skew_ns = 0.00803
maxSlewHeadroom_pct = 71.4
fin_crit_ns = 2.64
finalSetupViolCount = 0

[global_routing]
grt_first_pass_wirelength_mm = 1.88
grt_pass1_vias = 388
grt_max_degree = 9
antenna_found_initial = 0
overflow = 0
track_usage_pct = 3.51

[power_and_ir_drop]
max-vdd-ir-drop_mv = 0.201
p_leak_uw = 0.000278
powerDensity_mw_per_mm2 = 451

[placed_design]
dpl.hpwl_um = 900
gp_congestion = 0.809
place_area_um2 = 637
io_buffers = 15

[flow_run]
warning_count = 26
maxCapViolations = 0
## report_power, final
part	switching [µW]	internal, µW	total, µW
Sequential	9.54	95.9	105
Combinational	25.5	49.9	75.4
Clock	38.5	102	140
Total	73.6	247	321
## what timing repair did
action / in CTS / in global routing
resized: 8 / 2
setup buffers: 0 / 0
hold buffers: 0 / 0
pin swaps: 2 / 0
cloned: 0 / 0
endpoints found under the setup margin: 3 / 2
## worst max path at each step
| stage | to | slack [ns] |
|---|---|---|
| final | Code[0] | 0.06 |
| after global routing | Code[0] | -0.02 |
| after CTS | Code[0] | 0.06 |
## area by class of cell
| class | count | area [µm²] |
|---|---|---|
| Multi-Input combinational cell | 34 | 265 |
| Clock buffer | 4 | 45.0 |
| Fill cell | 404 | 2920 |
| Sequential cell | 6 | 151 |
| Tap cell | 48 | 60.1 |
| Inverter | 2 | 7.51 |
| Timing Repair Buffer | 20 | 183 |
## Yosys cell counts, types with 2 or more instances
library cell | n | share of area (%)
a211oi_1 | 2 | 3.7
and2_1 | 4 | 6.2
buf_2 | 3 | 3.7
dfrtp_1 | 5 | 31
inv_1 | 2 | 1.9
nor2_1 | 4 | 3.7
nor4_1 | 3 | 4.6
nor4b_1 | 4 | 8.7
o21ai_0 | 2 | 2.5
or3_1 | 4 | 6.2
or4_1 | 2 | 3.7
xnor2_1 | 3 | 6.5
xor2_1 | 2 | 4.3
## per-layer routing
layer	vias up	global-route usage, %	wire length, µm
met5	-	0	0
met4	0	0.865	34
met3	2	1.00	47
met2	6	6.29	618
met1	195	3.99	478
li1	203	-	-
## metrics by stage
step	worst slack (ns)	setup TNS (ns)	instances	total power, µW	util, %
global placement	-0.0511	-0.130	110	180	17.5
detailed placement	-0.0759	-0.205	110	179	17.5
floorplan	1.04	0	45	124	-
finish	0.0633	0	114	321	19.6
CTS	0.0608	0	114	322	19.2
global route	-0.0196	-0.0196	114	341	19.6
## cells by family after synthesis
logic type             count (synthesis)  share of synthesized area (%)
AND-OR/OR-AND                          4                           6.19
XOR/XNOR                               5                           10.8
buffers and inverters                  5                           5.57
flip-flops                             6                           37.5
AND/OR/NAND/NOR                       25                           39.9
## layout by cell type (no fill, tap or decap)
cell | netlist | layout
a211oi_1 | 2 | 2
and2_1 | 4 | 4
buf_4 | 0 | 5
clkbuf_1 | 0 | 1
clkbuf_8 | 0 | 3
clkdlybuf4s50_1 | 0 | 11
dfrtp_1 | 5 | 5
dfstp_2 | 1 | 1
dlygate4sd2_1 | 0 | 4
inv_1 | 2 | 2
nand2_1 | 1 | 1
nor2_1 | 4 | 3
nor2_2 | 0 | 1
nor2b_1 | 1 | 1
nor3_2 | 0 | 1
nor4_1 | 3 | 2
nor4_2 | 1 | 2
nor4b_1 | 4 | 2
nor4b_2 | 0 | 1
nor4b_4 | 0 | 1
o21ai_0 | 2 | 2
or3_1 | 4 | 4
or4_1 | 2 | 2
xnor2_1 | 3 | 3
xor2_1 | 2 | 2
Power figures rest on the tool's default switching activity, not on a simulated workload.
